==> design.v <==
`timescale 1ns / 1ps
module chiplink_slave(
    input wire clk, rst,
    input wire [7:0] rx,
    output reg [7:0] mem_out,
    output reg valid
);
    reg [7:0] mem [0:255];
    reg [7:0] addr_buf;
    reg [1:0] state;
    localparam IDLE = 0, ADDR_RECEIVED = 1;
    always @(posedge clk or posedge rst) begin
        if (rst) begin
            state <= IDLE;
            mem_out <= 8'd0;
            valid <= 0;
        end else begin
            case (state)
                IDLE: begin
                    addr_buf <= rx;
                    valid <= 0;
                    state <= ADDR_RECEIVED;
                end
                ADDR_RECEIVED: begin
                    mem_out <= mem[addr_buf];
                    valid <= 1;
                    state <= IDLE;
                end
            endcase
        end
    end
    integer i;
    initial begin
        for (i = 0; i < 256; i = i + 1)
            mem[i] = i;
    end
endmodule
==> run.sh <==
#!/bin/bash
# OpenROAD 26Q1-2900-gdf79404cd8, Yosys 0.63+post, stock flow scripts
make -C /OpenROAD-flow-scripts/flow DESIGN_CONFIG=/design/flow/config.mk WORK_HOME=/design/flow/orfs finish
==> config.mk <==
export PLATFORM = sky130hd
export DESIGN_NAME = chiplink_slave
export DESIGN_NICKNAME = chiplink_slave
export VERILOG_FILES = /design/flow/design.v
export SDC_FILE = /design/flow/constraint.sdc
export NUM_CORES = 4
export LEC_CHECK = 1
export CORE_AREA = 10 10 81 81
export DIE_AREA = 0 0 91 91
==> constraint.sdc <==
current_design chiplink_slave

set clk_period 2.7
set clk_io_pct 0.2

create_clock -name clk0 -period $clk_period [get_ports {clk}]

set non_clock_inputs [all_inputs -no_clocks]
set_input_delay [expr $clk_period * $clk_io_pct] -clock clk0 $non_clock_inputs
set_output_delay [expr $clk_period * $clk_io_pct] -clock clk0 [all_outputs]
==> ci_impl_report.md <==
### Flow metrics

| Metric | Value |
|---|---|
| CTS tree | `yes` |
| Core Area | `4817 µm²` |
| CP peak stage delay | `0.49 ns` |
| Filler Cell Count | `525` |
| Via count | `327` |
| Placed insts | `116` |
| Hold WC Path Type | `flop to flop` |
| Flop area | `516.7 µm²` |
| DR DRC count | `0` |
| Commonest cells in the netlist | `10 x dfrtp_1, 8 x edfxtp_1, 8 x mux2_4, 2 x inv_1` |
| Setup bufs post-CTS | `0` |
| CTS Buf Count | `3` |
| Hold-fix buffers, CTS | `0` |
| Total track usage | `3.139%` |
| Io pins | `19` |
| Reg clk slew, reported paths | `0.07 ns` |
| Synthesized chip area reported by yosys | `668.1 µm²` |
| Least-Margin Pin Slew | `0.6833 ns` |
| Final Skew | `0.001840 ns` |
| First-pass GRT wire length | `2014 µm` |
| Pleak | `0.0003794 µW` |
| Post-CTS sizing | `0` |
| Final Max Tran Viols | `0` |
| Tool Warnings | `25` |
| Logic area | `132.6 µm²` |
| Max Clk Rate | `613.8 MHz` |
| Status | `finished clean` |
| Total Routed Length | `1241 µm` |
| Top FF cell, synth | `dfrtp_1` |
| GPL Wtd Cong | `0.7243` |
| Final setup viols | `0` |
| Final hold vios | `0` |
| Root Driver | `clkbuf_8` |
| Mapped cell area | `668.1 µm²` |
| Syn_area_per_cell | `20.88 µm²` |
| Crit end category | `output port` |
| Clock sinks | `19` |
| Max-area cell share | `37.45%` |
| Ys cells | `32` |
| Power Dens Cells | `523.3 nW/µm²` |
| Largest net degree at the start of global routing | `12` |
| CTS H-tree lvls | `1` |
| Post-synth EDFFs | `8` |
| Crit path time final | `1.629 ns` |
| Sequential area share after synthesis | `77.34%` |
| Max-slew headroom | `54.28%` |
| DRT iter0 DRCs | `21` |
| Startpoint types | `flop` |
| Die area | `8281 µm²` |
| Worst-path cell chain | `clkdlybuf4s50_1` |
| Final ANT Viol Nets | `0` |
| Flops out of synthesis | `19` |
| Chip height | `91 µm` |
| Distinct lib cells used | `8` |
| Critical Path Fanout Max | `2` |
| Cell family with most CP delay | `buffers and inverters` |
| N_diodes | `0` |
| Mapped Cells | `32` |
| HPWL Detailed | `996.4 µm` |
| Via-to-Cell Ratio | `2.725` |
| Period utilization | `60.34%` |
| Vias in the first global route | `389` |
| Synthesis-to-layout area growth | `44.76%` |
| CP required | `2.16 ns` |
| Die W | `91 µm` |
| Port Buffers | `18` |
| WL/cell | `10.34 µm` |
| Yosys warning total | `1` |
| Setup CP Type | `flop to output port` |
| Crit-path slowest cell | `clkdlybuf4s50_1` |
| Drt pass-1 iters | `4` |
| Buf/Inv on CP | `1` |
| Setup tns final | `0 ns` |
| Top cells, area | `dfrtp_1 37%, edfxtp_1 36%, mux2_4 18%, dfstp_2 3.9%, buf_6 1.7%` |
| Layout cells sized above 1 | `26.42%` |
| Cell type with the largest total area | `dfrtp_1` |
| Longest Clk Path Bufs | `2` |
| Peak VDD IR | `243.3 µV` |
| Initial antenna violation count | `0` |
| Fp util | `13.87%` |
| CP arrival | `1.09 ns` |
| Total gr overflow | `0` |
| Max-cap violation count | `0` |
| Latency at later pin | `0.25 ns` |
| Row cnt | `25` |
| Top-count cell post-synth | `dfrtp_1` |
| RSZ-0062 raised after global routing | `false` |
| Finished Layout Cells | `120` |
| Post-synth ARST share | `57.89%` |
-- routing by layer --
metal  track usage (%)  up-vias  routed length (µm)
met5                 0        -                   0
met4            0.1305        0                   0
met2             5.131       13                 592
li1                  -      153                   -
met1             3.804      161                 549
met3             1.660        0                  99
-- cell type report --
type                    instances  share of cell area (%)
multi-input cells              10                   13.71
repair buffers                 18                   18.63
clock buffers                   3                   4.269
clock inverters                 1                  0.5175
inverters                       2                  0.7762
flip-flops and latches         19                   53.43
well taps                      67                   8.668
-- path summary, 6_finish.rpt --
| path | slack [ns] | end | depth (start not counted) | start |
|---|---|---|---|---|
| worst max-delay path | 1.07 | mem_out[7] | 1 | mem_out[7] |
| worst min-delay path | 0.40 | state[1] | 0 | state[0] |
| worst max register to register | 1.23 | addr_buf[7] | 2 | state[0] |
| worst min register to register | 0.40 | state[1] | 0 | state[0] |
| max in group asynchronous | 1.76 | state[0] | 2 | rst |
| min in group asynchronous | 0.62 | mem_out[3] | 2 | rst |
-- state kept, by name, indices dropped and copies added, names as in the netlist --
name and cells:
addr_buf 8, mem_out 8, state 2, valid 1
-- per-stage QoR --
step	power (µW)	cell area, µm²	worst slack, ns	hold slack, ns	util (%)
after floorplan	309.7	668.1	1.400	0.3751	-
after global placement	322.9	920.9	0.8285	0.3895	19.12
after detailed placement	323.6	920.9	0.7979	0.3917	19.12
after CTS	516.1	967.2	1.036	0.3986	20.08
after global routing	528.0	967.2	1.015	0.3998	20.08
final	506.1	967.2	1.071	0.3994	20.08
-- power breakdown --
| part | switching [µW] | leakage, µW | total [µW] | internal (µW) |
|---|---|---|---|---|
| combinational | 4.78 | 0.000132 | 16.1 | 11.3 |
| clock | 86.5 | 0.0000255 | 189 | 102 |
| sequential | 0 | 0.000222 | 301 | 301 |
-- cells in the final DEF, fill, tap and decap left out, drive strengths merged --
cell type / n
dfstp: 1
clkdlybuf4s50: 18
dfrtp: 10
edfxtp: 8
clkinv: 1
inv: 2
a21o: 1
nor2: 1
clkbuf: 3
mux2: 8
-- cells by family (layout without fill, tap and decap cells) --
| family | Yosys count | count (layout) | synth area share [%] |
|---|---|---|---|
| DFF | 19 | 19 | 77.34 |
| buffers and inverters | 3 | 24 | 2.809 |
| and+or+nand+nor | 1 | 1 | 0.5613 |
| AOI/OAI and AO/OA | 1 | 1 | 1.311 |
| muxes | 8 | 8 | 17.98 |
Power figures rest on the tool's default switching activity, not on a simulated workload.
