### run.sh
#!/bin/bash
# OpenROAD 26Q1-2900-gdf79404cd8, Yosys 0.63+post, stock flow scripts
make -C /OpenROAD-flow-scripts/flow DESIGN_CONFIG=/design/flow/config.mk WORK_HOME=/design/flow/orfs finish
### config.mk
export PLATFORM = sky130hd
export DESIGN_NAME = riscv_core
export DESIGN_NICKNAME = riscv_core
export VERILOG_FILES = /design/flow/design.v
export SDC_FILE = /design/flow/constraint.sdc
export NUM_CORES = 4
export LEC_CHECK = 1
export CORE_UTILIZATION = 30
### constraint.sdc
current_design riscv_core

set clk_period 6.6
set clk_io_pct 0.2

create_clock -name clk0 -period $clk_period [get_ports {clk}]

set non_clock_inputs [all_inputs -no_clocks]
set_input_delay [expr $clk_period * $clk_io_pct] -clock clk0 $non_clock_inputs
set_output_delay [expr $clk_period * $clk_io_pct] -clock clk0 [all_outputs]
### design.v
module riscv_core(
    output wire [31:0] pc_out,
    input wire clk,
    input wire rst
);
    reg [31:0] PC;
    assign pc_out = PC;
    reg [31:0] instr_mem [0:255];
    wire [31:0] instr;
    reg [31:0] IF_ID_instr, IF_ID_pc;
    reg [31:0] ID_EX_pc, ID_EX_reg1, ID_EX_reg2;
    reg [4:0] ID_EX_rd;
    reg [31:0] EX_MEM_alu_out;
    reg [4:0] EX_MEM_rd;
    reg [31:0] MEM_WB_data;
    reg [4:0] MEM_WB_rd;
    reg [31:0] regs[0:31];
    wire [4:0] rs1 = IF_ID_instr[19:15];
    wire [4:0] rs2 = IF_ID_instr[24:20];
    wire [4:0] rd  = IF_ID_instr[11:7];
    wire [6:0] opcode = IF_ID_instr[6:0];
    wire [2:0] funct3 = IF_ID_instr[14:12];
    wire [6:0] funct7 = IF_ID_instr[31:25];
    wire [31:0] imm_i = {{20{IF_ID_instr[31]}}, IF_ID_instr[31:20]};  
    reg [31:0] alu_out;
    assign instr = instr_mem[PC[9:2]];
    always @(posedge clk or posedge rst) begin
        if (rst) begin
            PC <= 0;
        end else begin
            PC <= PC + 4;
        end
    end
    always @(posedge clk) begin
        IF_ID_instr <= instr;
        IF_ID_pc <= PC;
    end
    always @(posedge clk) begin
        ID_EX_pc <= IF_ID_pc;
        ID_EX_reg1 <= regs[rs1];
        ID_EX_reg2 <= regs[rs2];
        ID_EX_rd <= rd;
    end
    always @(posedge clk) begin
        case (funct3)
            3'b000: alu_out <= ID_EX_reg1 + imm_i; 
            default: alu_out <= 0;
        endcase
        EX_MEM_alu_out <= alu_out;
        EX_MEM_rd <= ID_EX_rd;
    end
    always @(posedge clk) begin
        MEM_WB_data <= EX_MEM_alu_out;
        MEM_WB_rd <= EX_MEM_rd;
    end
    always @(posedge clk) begin
        if (MEM_WB_rd != 0) begin
            regs[MEM_WB_rd] <= MEM_WB_data;
        end
    end
    initial begin
        PC = 0;
        regs[0] = 0;
        regs[1] = 5;
        regs[2] = 10;
        instr_mem[0] = 32'b000000000010_00001_000_00011_0010011;  
    end
endmodule
==> results.toml <==
# generated from flow reports
[worst_setup_path]
worst-setup-path-type = "register to output port"
reg2reg_depth = 5
path_delay_family = "buffers and inverters"
timing.rr.start = "PC[2]$_DFF_PP0_"
cells_along_the_critical_path = "clkdlybuf4s50_1"
cpPeakStageDelay_ps = 500
arrival_ps = 1230
crit_path_start_kind = "register"
timing.critical_path.buf_inv = 1
maximum_net_fanout_on_the_critical_path = 7
timing.critical_path.slowest_stage_cell = "sky130_fd_sc_hd__clkdlybuf4s50_1"
r2r_slack_ps = 4840
critPathRequiredTime_ps = 5280
worstSetupEndpointType = "output port"
rr_endpoint = "PC[28]$_DFF_PP0_"

[yosys]
yosysCellCount = 115
most_common_cell = "sky130_fd_sc_hd__dfrtp_1"
synth-adder-area-share_pct = 0.935
synth.yosys.chip_area_um2 = 1340
synth-compound-area-share_pct = 0
synth-simple-area-share_pct = 22.4
synth.yosys.warnings = 1
top_cells_by_count = "30 x sky130_fd_sc_hd__dfrtp_1, 21 x sky130_fd_sc_hd__xnor2_1, 10 x sky130_fd_sc_hd__nand2_1, 10 x sky130_fd_sc_hd__nand3_1, 9 x sky130_fd_sc_hd__nand4_1"
ys.flops = 30
logic_family = "simple AND/OR/NAND/NOR gates"
synthFlopType = "sky130_fd_sc_hd__dfrtp_1"
mux_share_pct = 0
synthDistinctLibCells = 20
top_cell_area_share_pct = 56.1
asyncSetResetFlopFracSynth_pct = 100
synth-edff-count = 0
ys_sh_xor_pct = 18.3
leading_area_contributor_after_synthesis = "sky130_fd_sc_hd__dfrtp_1"
synth_cells = 115
synthTopCellsByArea = "sky130_fd_sc_hd__dfrtp_1 56%, sky130_fd_sc_hd__xnor2_1 14%, sky130_fd_sc_hd__xor2_1 4.6%, sky130_fd_sc_hd__nand4_1 4.2%, sky130_fd_sc_hd__nand3_1 3.7%"
postSynthSeqShare_pct = 56.1
post_synth_instance_area_um2 = 1340
postSynthAreaPerCell_um2 = 11.6

[hold_path]
source_of_the_worst_hold_timing_path = "PC[31]$_DFF_PP0_"
hold_class = "register to register"
whs_endpoint = "PC[31]$_DFF_PP0_"
timing.hold.worst_path_depth = 1

[cts]
cts.repair_timing.setup_buffer_count = 0
numClockSinks = 30
worst_setup_hold_path_clk_slew_ps = 60
clock_tree.root_cell = "sky130_fd_sc_hd__clkbuf_8"
clock_tree.buffer_depth = 2
tritoncts_clock_tree = "built"
cts-resized-gates = 0
cts_htree_levels = 2
cts_buffers = 5
clkLatencyLatePin_ps = 280
cts.hold.buffers_added = 0

[power_and_ir_drop]
comb_power_share_pct = 1.3
cellPowerDensity_nw_per_um2 = 188
p_sw_uw = 69.0
power.leakage_nw = 0.809
maximum_vdd_drop_mv = 0.0905
p_seq_share_pct = 54.5
power.switching_fraction_pct = 20.4
share_clk_of_total_power_pct = 44.2
internal_power_uw = 269

[final_timing]
tightest_slew_ps = 523
fin_worst_skew_ps = 4.04
timing.final.hold_violations = 0
holdWs_ps = 479
period_minus_slack_ps = 2550
setup_repair_after_global_routing_missed_its_margin = "no"
finalSetupTns_ps = 0
finalSetupViolCount = 0
max_slew_violations = 0
post-route-period-util_pct = 38.7
worst_slew_margin_rel_pct = 64.9
timing.fmax_mhz = 392

[routing]
m1WireLength_um = 1150
wl_met3_um = 132
drtAntennaViolNets = 0
routed_wirelength_um = 2520
detail_route.wl_per_cell_um = 12.3
insertedDiodeCount = 0
drcViolationCount = 0
drt-pass1-iter-count = 4
vias = 964
routed-wl-met2_um = 1180
detail_route.vias_per_cell = 4.73
maxUsedRoutingLayer = "met4"
drt-initial-drc-count = 23

[floorplan]
design.die.area_um2 = 4730
boundaryPins = 34
core_area_um2 = 4140
initial_utilization_pct = 32.3
fp.dieH_um = 68.8
die_w_um = 68.8
rows = 23

[cells_and_area]
largestRegisters = "PC (30)"
post_route_cells_drive_above_1_share_pct = 9.74
regMostFlops = "PC"
final_core_utilization_pct = 43.4
area_added_between_synthesis_and_finish_pct = 34.4
flip_flop_count_of_the_largest_register_all_copies_and_words_added = 30

[global_routing]
antenna_found_initial = 0
overflow = 0
grt_pass1_vias = 931
maximum_number_of_pins_on_one_net_before_global_route_repair = 31
gr-usage-all-layers_pct = 12.8
grt_first_pass_wirelength_um = 4380

[placement]
buffer_ports.inserted = 31
gpl.final_weighted_congestion = 0.765
detailed_placement_hpwl_um = 1740

[run]
tool_warnings = 25
max-cap-violations = 0

[status]
outcome = "finished, final reports clean"
==> how the worst max path moves through the flow <==
stage	from	to	slack, ps	depth (start not counted)
CTS	PC[9]$_DFF_PP0_	pc_out[9]	4030	1
global route	PC[23]$_DFF_PP0_	pc_out[23]	3980	1
finish	PC[22]$_DFF_PP0_	pc_out[22]	4050	1
==> power groups by stage <==
| stage | combinational [mW] | sequential, mW | clock, mW |
|---|---|---|---|
| 4_1_cts | 0.00488 | 0.184 | 0.155 |
| 6_report | 0.00452 | 0.184 | 0.149 |
| 5_1_grt | 0.00549 | 0.184 | 0.165 |
==> cell usage in the layout (no fill, tap or decap), drive strengths merged <==
master,n
and2,1
xnor2,21
nor4,2
and3,2
buf,1
nand3,11
and4,2
xor2,7
inv,3
dfrtp,30
nand2,10
nand4,10
ha,1
clkdlybuf4s50,31
nor3,3
or2,2
clkbuf,7
clkinv,1
nor2,7
conb,2
==> worst reg2reg max path: stages, from the launching register on <==
cell and delay, ps:
sky130_fd_sc_hd__dfrtp_1 410, sky130_fd_sc_hd__ha_1 210, sky130_fd_sc_hd__nand3_1 240, sky130_fd_sc_hd__nor4_4 460
sky130_fd_sc_hd__nand4_1 180, sky130_fd_sc_hd__xnor2_1 150
==> metal layers <==
metal  vias up  GRT usage, %
li1        461             -
met1       462          19.0
met2        34          20.1
met3         7          2.67
met4         0          2.81
met5         -             0
==> cell type report <==
cell class | instances | area (um2)
clock inverter | 1 | 5.00
inverter | 3 | 11.3
multi-input combinational | 81 | 566
timing repair buffer | 32 | 318
tap | 50 | 62.6
sequential | 30 | 751
fill | 395 | 2340
clock buffer | 7 | 86.3
==> logic make-up after synthesis <==
kind of cell	count (synthesis)
AND/OR/NAND/NOR	50
flip-flops	30
XOR/XNOR	28
buffers and inverters	5
adder cells (fa/ha/maj)	1
other	1
==> metrics by stage <==
step / instances / total power [mW] / cell area (um2) / setup slack, ps
after floorplan: 116 / 0.191 / 1340 / 4650
after global placement: 196 / 0.192 / 1710 / 4360
after detailed placement: 196 / 0.192 / 1710 / 4350
after CTS: 204 / 0.344 / 1800 / 4030
after global routing: 204 / 0.355 / 1800 / 3980
final: 204 / 0.338 / 1800 / 4050
Power is estimated from default activity; no workload was simulated.
